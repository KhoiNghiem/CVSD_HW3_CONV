`./design.v`:
```
module find_barcode(
    input wire i_clk,
    input wire i_rst_n,
    input wire [56:0] i_candidate_now,
    input wire [56:0] i_row_segment_w,
    input wire i_is_find_barcode_state,
    input wire i_match_code,
    output reg [56:0] ref_barcode,
    output reg [2:0] shift_cnt,
    output reg [5:0] row_idx,
    output reg barcode_found,
    output reg is_shift_state,
    output reg is_verify_height_state
);
	localparam  B_IDLE           = 3'd0;
	localparam	B_LOAD_ROW       = 3'd1;
	localparam	B_SHIFT_CHECK    = 3'd2;
	localparam	B_NEXT_ROW       = 3'd3;
	localparam	B_VERIFY_HEIGHT  = 3'd4;
	localparam	B_DONE           = 3'd5;
	reg [56:0] row_segment;
	reg [2:0] b_state, b_next;
	reg [3:0]  same_cnt;
	reg found_in_row;
	always @(posedge i_clk or negedge i_rst_n) begin
		if (!i_rst_n)
			b_state <= B_IDLE;
		else if (i_is_find_barcode_state)		 
			b_state <= b_next;
		else
			b_state <= B_IDLE;
	end
	always @(*) begin
		is_shift_state = 0;
        is_verify_height_state = 0;
		b_next = b_state;
		case (b_state)
			B_IDLE:          b_next = B_LOAD_ROW;
			B_LOAD_ROW:      b_next = B_SHIFT_CHECK;
			B_SHIFT_CHECK: begin
                is_shift_state = 1;
				if (i_match_code)
					b_next = B_VERIFY_HEIGHT;
				else if (shift_cnt == 3'd7)
					b_next = B_NEXT_ROW;
				else
					b_next = B_SHIFT_CHECK;
			end
			B_NEXT_ROW: begin
				if (row_idx == 6'd63)
					b_next = B_DONE;  
				else
					b_next = B_LOAD_ROW;
			end
			B_VERIFY_HEIGHT: begin
                is_verify_height_state = 1;
				if (same_cnt == 4'd10)
					b_next = B_DONE;
			end
			B_DONE: b_next = B_DONE;
			default: begin
				b_next = B_IDLE;
			end
		endcase
	end
    always @(posedge i_clk or negedge i_rst_n) begin
		if (!i_rst_n) begin
			row_idx        <= 0;
			shift_cnt      <= 0;
			found_in_row   <= 0;
			barcode_found  <= 0;
			same_cnt       <= 0;
			ref_barcode	  <= 0;
			row_segment	  <= 0;
		end
		else if (i_is_find_barcode_state) begin			 
			case (b_state)
				B_IDLE: begin
					row_idx       <= 0;
					shift_cnt     <= 0;
					found_in_row  <= 0;
				end
				B_LOAD_ROW: begin
					shift_cnt <= 0;
				end
				B_SHIFT_CHECK: begin
					if (i_match_code && !found_in_row) begin
						found_in_row <= 1'b1;
						ref_barcode <= i_candidate_now;
					end
					else if (!found_in_row)
						shift_cnt <= shift_cnt + 1;
				end
				B_NEXT_ROW: begin
					row_idx <= row_idx + 1;
					shift_cnt <= 0;
					found_in_row <= 0;
				end
				B_VERIFY_HEIGHT: begin
					row_segment <= i_row_segment_w;
					if (row_segment == ref_barcode)
						same_cnt <= same_cnt + 1;
					else
						same_cnt <= 0;  
					if (same_cnt == 4'd9)
						barcode_found <= 1'b1;
				end
				B_DONE: begin
					barcode_found <= barcode_found;
				end
			endcase
		end
	end
endmodule
```
`./constraint.sdc`:
```
current_design find_barcode

set clk_period 5.2
set clk_io_pct 0.2

create_clock -name clk0 -period $clk_period [get_ports {i_clk}]

set non_clock_inputs [all_inputs -no_clocks]
set_input_delay [expr $clk_period * $clk_io_pct] -clock clk0 $non_clock_inputs
set_output_delay [expr $clk_period * $clk_io_pct] -clock clk0 [all_outputs]
```
`./run.sh`:
```
#!/bin/bash
# OpenROAD 26Q1-2900-gdf79404cd8, Yosys 0.63+post, stock flow scripts
make -C /OpenROAD-flow-scripts/flow DESIGN_CONFIG=/design/flow/config.mk WORK_HOME=/design/flow/orfs finish
```
`./config.mk`:
```
export PLATFORM = sky130hd
export DESIGN_NAME = find_barcode
export DESIGN_NICKNAME = find_barcode
export VERILOG_FILES = /design/flow/design.v
export SDC_FILE = /design/flow/constraint.sdc
export NUM_CORES = 4
export LEC_CHECK = 1
export CORE_UTILIZATION = 40
```
==> git commit body <==
Refresh implementation metrics

- In this run the worst setup path begins at i_is_find_barcode_state.
- Overall die width: 123.7 microns
- The stat command in Yosys gives a chip area of 5921 sq um.
* Iteration tally of the first detailed-router pass: 6
- Derived from the worst setup path, the maximum achievable clock frequency is 0.3344 GHz.
* Fin Setup TNS: 0 ns
* RSZ-0062 raised after global routing: no
* Skew final: 0.008846 ns
- Xor and xnor fraction of the mapped netlist area: 0.08432
* Post-synthesis sequential element count: 134
- Count of buffers added by post-CTS timing repair for setup: 0
- End point of the critical path: ref_barcode[0]
- The min-delay analysis places its worst path in the category flip-flop to flip-flop.
- Growth of design area from synthesis to finish: 45.14%
* CTS Buf Count: 17
* Highest-utilization routing layer at the global route stage: met1
* Placeable Area: 14480 sq um
- The die covers 15290 sq um.
- Warnings reported by Yosys during synthesis add up to 1.
- Per the synthesis report, the simple-gate share of the synthesized area is 0.04776.
- For this run, the detailed router reports a per-instance via density of 4.828.
* Post-synth mux share: 0.2396
- Number of cells on the worst reg-to-reg path: 4
* Initial antenna violation count: 1
* Final Hold Violation Tally: 0
- After its last routability iteration, the placer logged a weighted congestion of 0.8263.
- Worst VDD drop: 0.2973 mV
* Met1 layer usage reported by global route: 0.2925
- Placement row count: 44
- Wires add up to 13290 microns.
- Top logic cell family in the synthesized netlist: multiplexers
- Fill cell instance count of the final layout: 1123
- Counting tap cells, the placed design contains a total of 770 instances.
* Number of buffer cells added on primary ports: 186
- Family with the most delay on the worst path: buffers and inverters
- Remaining DRCs: 0
* Crit path depth: 5
* Worst slack at placement: 1.755 ns
* Global routing usage on met2: 0.2781
- For reference, the clock transition at the flip-flops on the worst setup and hold paths is 0.05 ns.
* Maximum root-to-sink buffer count: 2
- Overall routing resource usage recorded by global route was 0.1869.
* Setup ws final: 2.210 ns
* Pin count of the biggest net entering global routing: 52
- Reg-to-reg startpoint: b_state[2]
- The timing report notes that buffer and inverter cells on the critical path total 2.
* Worst reg2reg setup slack: 3.11 ns
- STA lists the endpoint of the worst register-to-register path as ref_barcode[0].
- The timing report shows that the slowest cell on the worst path is sky130_fd_sc_hd__clkdlybuf4s50_1.
- I/O pin count: 187
- Clock tree root driver cell: sky130_fd_sc_hd__clkbuf_16
* Most common logic cell in the routed design: sky130_fd_sc_hd__clkdlybuf4s50_1
- Critical path capture point type: flip-flop
- Worst path arrival time: 3.28 ns
* Total power per unit cell area: 456.1 nW/um^2
- Number of pins with negative max-slew slack in the final report: 0
- Detailed-route via count: 3867
- The max-slew check reports its worst relative slack as 0.6169.
* Type of the worst setup path: input pin to flip-flop
- For the pin with the worst max-slew slack, the measured transition is 0.5747 ns.
* Placed wire-length estimate after detailed placement: 9441 microns
* Mapped Area: 5921 sq um
- Per the post-route antenna check, the number of violating nets is 0.
- Per-instance average area after synthesis: 14.44 sq um
* Clock tree from TritonCTS: yes
- AND-OR/OR-AND Cells, Area Fraction: 0.03022
* Yosys stat cell total: 410
- For this configuration, the core starts out at a cell density of 0.4089.
* Starting DRC count in detailed routing: 184
* Distinct lib cells used: 33
- Skew-Pair Late Insertion Delay: 0.41 ns
- Warning total across the stage logs: 27
- Antenna diode instance count: 0
- STA classifies the critical path startpoint as an input pin.
* Post-cts resize count: 0
* Gr ovfl total: 0
- Number of standard cells after synthesis: 410
* Share of cells above drive strength 1: 0.2512
- Most frequent cells in the layout: sky130_fd_sc_hd__clkdlybuf4s50_1, sky130_fd_sc_hd__dfrtp_1, sky130_fd_sc_hd__mux2_2
- Number of levels the H-tree was split into: 4
- Final hold slack: 0.4852 ns
* Final Power: 3.920 mW
- The first global-routing pass estimated 21000 microns of wire.
* Die Y-Extent: 123.7 microns
* Required time of the critical path: 5.49 ns
- Looking at the critical path, the highest net fanout was 33.
- Post-route minimum period: 2.990 ns
* DR WL/cell: 16.59 microns
- Number of global-route vias before repair: 3918
- Per Yosys stat, the portion of area used by sequential elements is 0.5666.
- The number of clock sinks came to 134.
- Summed over all cells, the static leakage comes to 3.702 nW.
- Of the available clock period, the critical path in the final layout requires 0.5750.
- Peak per-stage delay on the critical path: 0.64 ns
* Post-route insts no fill: 801
* Final-report setup violation count: 0
* Maximum Capacitance Violations: 0
- The cell sequence reported for the critical path is clkdlybuf4s50_1 > nand3_1 > or2_4 > buf_4 > mux2_2.
* Quantity of hold-fixing buffers added after cts: 0
- For met3 alone, demand over resource in global routing was 0.05514.
- Adder and majority cell fraction of the synthesized area: 0.01268
- The run finished with clean final reports.
[report_power, final]
group	switching [mW]	internal (mW)	total [mW]	leakage, nW
Clock	0.423	0.850	1.27	0.305
Combinational	0.251	0.784	1.03	1.73
Sequential	0.264	1.35	1.61	1.67
Total	0.938	2.98	3.92	3.70
[sequential cells by signal (all words and copies together), names as in the netlist]
signal	flops
ref_barcode	57
row_segment	57
row_idx	6
b_state	5
same_cnt	4
shift_cnt	3
barcode_found	1
found_in_row	1
[layer usage]
layer  wire length, microns  vias to the layer above
met5                      0                        -
met4                     98                        0
met3                    948                        6
met2                   6259                      120
met1                   5981                     1890
li1                       -                     1851
[metrics by stage]
step,utilization,instance area (sq um)
global route,0.5935,8593
CTS,0.5935,8593
global placement,0.5498,7960
finish,0.5935,8593
floorplan,-,5921
detailed placement,0.5498,7960
[how the worst min path moves through the flow]
stage     depth (start not counted)          start             to
4_1_cts                           1  barcode_found  barcode_found
5_1_grt                           1  barcode_found  barcode_found
6_report                          1  barcode_found  barcode_found
[layout make-up]
cell class	instances	area, sq um	area share
timing repair buffer	191	1901	0.2212
sequential	134	3354	0.3904
inverter	4	15.01	0.001747
multi-input combinational	257	2460	0.2863
tap	184	230.2	0.02679
clock buffer	23	488.0	0.05679
clock inverter	8	145.1	0.01689
[cell families after synthesis]
group / count (synthesis)
xor gates and xnor gates: 57
buffers and inverters: 19
and+or+nand+nor: 53
DFF: 134
muxes: 116
adders and majority gates: 6
AOI/OAI and AO/OA: 25
[Yosys cell counts]
library cell	number	share of area
sky130_fd_sc_hd__ha_1	6	0.013
sky130_fd_sc_hd__o21ai_2	1	0.0015
sky130_fd_sc_hd__xnor2_1	57	0.084
sky130_fd_sc_hd__buf_2	8	0.0068
sky130_fd_sc_hd__or2_1	1	0.0011
sky130_fd_sc_hd__nand4_1	14	0.015
sky130_fd_sc_hd__nand2_1	11	0.0070
sky130_fd_sc_hd__dfrtp_1	133	0.56
sky130_fd_sc_hd__inv_1	4	0.0025
sky130_fd_sc_hd__a21o_1	2	0.0025
sky130_fd_sc_hd__mux2_2	86	0.16
sky130_fd_sc_hd__nor2b_1	2	0.0021
sky130_fd_sc_hd__nand3_1	7	0.0059
sky130_fd_sc_hd__a22o_1	6	0.0089
sky130_fd_sc_hd__mux2_4	30	0.076
sky130_fd_sc_hd__clkbuf_1	3	0.0019
sky130_fd_sc_hd__nor3_1	6	0.0051
sky130_fd_sc_hd__a21oi_1	1	0.00084
sky130_fd_sc_hd__o21ai_0	6	0.0051
sky130_fd_sc_hd__nor2_1	4	0.0025
sky130_fd_sc_hd__o21a_1	2	0.0025
sky130_fd_sc_hd__nand3b_1	1	0.0013
sky130_fd_sc_hd__o31ai_1	2	0.0025
sky130_fd_sc_hd__or2b_1	1	0.0013
sky130_fd_sc_hd__o21bai_1	2	0.0025
sky130_fd_sc_hd__a31oi_1	1	0.0011
sky130_fd_sc_hd__a32o_1	1	0.0017
sky130_fd_sc_hd__buf_6	4	0.0076
sky130_fd_sc_hd__nor4_1	4	0.0042
sky130_fd_sc_hd__and3_1	1	0.0011
sky130_fd_sc_hd__and3b_1	1	0.0015
sky130_fd_sc_hd__dfstp_2	1	0.0044
sky130_fd_sc_hd__o22ai_1	1	0.0011
[worst reg2reg max path, cell delays in order (launching register included)]
cell                      delay, ns
sky130_fd_sc_hd__dfrtp_1       0.44
sky130_fd_sc_hd__nand3_1       0.14
sky130_fd_sc_hd__or2_4         0.43
sky130_fd_sc_hd__buf_4         0.55
sky130_fd_sc_hd__mux2_2        0.41
No activity file was given, so power comes from the tool's default toggle rates.
