===== design.v =====
module controller(
    input wire i_clk,
    input wire i_rst_n,
    input wire i_in_valid,
    input wire i_barcode_found,
    input wire i_load_weight_done,
    output reg is_load_img_state,
    output reg is_find_barcode_state,
    output reg is_decode_barcode_state,
    output reg is_load_weight_state,
    output reg is_conv_state
);
    localparam S_RESET              = 4'd0;
    localparam S_LOAD_IMG           = 4'd1;
    localparam S_FIND_BARCODE       = 4'd2;
    localparam S_DECODE_BARCODE     = 4'd3;
    localparam S_OUTPUT_CFG         = 4'd4;
    localparam S_LOAD_WEIGHT        = 4'd5;
    localparam S_CONV               = 4'd6;
    localparam S_FINISH             = 4'd7;
	reg [3:0] current_state, next_state;
	always @(posedge i_clk or negedge i_rst_n) begin
        if(!i_rst_n)
            current_state <= S_RESET;
        else
            current_state <= next_state;
    end
    always @(*) begin
        case(current_state)
            S_RESET:       next_state = S_LOAD_IMG;
            S_LOAD_IMG: begin
                if (!i_in_valid && !is_load_weight_state)
                    next_state = S_FIND_BARCODE;
				else
                    next_state = S_LOAD_IMG;
            end
            S_FIND_BARCODE: begin
				if (i_barcode_found) begin
					next_state = S_DECODE_BARCODE;  
				end 
				else begin
					next_state = S_FIND_BARCODE;  
				end
			end
            S_DECODE_BARCODE: begin
					next_state = S_OUTPUT_CFG;
			end
            S_OUTPUT_CFG:  next_state = S_LOAD_WEIGHT;
            S_LOAD_WEIGHT:    begin
                if (is_load_weight_state && !i_in_valid && i_load_weight_done)
                    next_state = S_CONV;
                else
                    next_state = S_LOAD_WEIGHT;
            end
            S_CONV:        next_state = S_CONV;
            S_FINISH:      next_state = S_FINISH;
            default:       next_state = S_RESET;
        endcase
    end
    always @(*) begin
        is_load_img_state = 0;
        is_find_barcode_state = 0;
        is_decode_barcode_state = 0;
        is_load_weight_state = 0;
        is_conv_state = 0;
        case (current_state)
            S_LOAD_IMG: begin
                is_load_img_state = 1;
            end
            S_FIND_BARCODE: begin
                is_find_barcode_state = 1;
            end
            S_DECODE_BARCODE: begin
                is_decode_barcode_state = 1;
            end
            S_LOAD_WEIGHT: begin
                is_load_weight_state = 1;
            end
            S_CONV: begin
                is_conv_state = 1;
            end
            default: is_load_img_state = 0;
        endcase
    end
endmodule

===== run.sh =====
#!/bin/bash
# OpenROAD 26Q1-2900-gdf79404cd8, Yosys 0.63+post, stock flow scripts
make -C /OpenROAD-flow-scripts/flow DESIGN_CONFIG=/design/flow/config.mk WORK_HOME=/design/flow/orfs finish

===== config.mk =====
export PLATFORM = sky130hd
export DESIGN_NAME = controller
export DESIGN_NICKNAME = controller
export VERILOG_FILES = /design/flow/design.v
export SDC_FILE = /design/flow/constraint.sdc
export NUM_CORES = 4
export LEC_CHECK = 1
export CORE_AREA = 10 10 70 70
export DIE_AREA = 0 0 80 80

===== constraint.sdc =====
current_design controller

set clk_period 1.0
set clk_io_pct 0.2

create_clock -name clk0 -period $clk_period [get_ports {i_clk}]

set non_clock_inputs [all_inputs -no_clocks]
set_input_delay [expr $clk_period * $clk_io_pct] -clock clk0 $non_clock_inputs
set_output_delay [expr $clk_period * $clk_io_pct] -clock clk0 [all_outputs]

==> flow_summary.json <==
{
  "clock_skew_ns": 0.004389,
  "fp.dieH_um": 80,
  "drtIter0Drc": 6,
  "diodes": 0,
  "grt_pass1_vias": 204,
  "num-fill-cells": 397,
  "edf_count": 0,
  "coreArea_sq_um": 3416,
  "htree_levels": 1,
  "vias": 177,
  "start_kind": "register",
  "r2r_cells": 3,
  "finalCriticalPeriod_ns": 0.9820,
  "areaGrowthSynthToFinish_pct": 66.50,
  "crit_chain": "buf_2",
  "drc": 0,
  "die_x_um": 80,
  "antenna_left": 0,
  "syn-cell-area_sq_um": 246.5,
  "postCtsHoldBufs": 0,
  "crit_family": "flip-flops",
  "topCellsByArea": "dfrtp_1, dfstp_2, nand2b_4, a22o_1, a21o_1",
  "holdWs_ns": 0.2025,
  "cp.arrival_ns": 0.78,
  "grt_max_degree": 8,
  "synth.top_cell.area_share": 0.6091,
  "setup_violations": 0,
  "ys_warn_count": 1,
  "ff_type": "dfrtp_1",
  "grt_usage": 0.02142,
  "crit_fanout": 3,
  "root_buffer": "clkbuf_4",
  "rsz0062_at_grt": "yes",
  "cts.sinks": 7,
  "chipArea_sq_um": 6400,
  "cts_tree": "built",
  "final_util": 0.1201,
  "slowest_stage": "dfrtp_1",
  "drive_above_1_share": 0.3636,
  "antenna_found_initial": 0,
  "placed_cell_area_sq_um": 401.6,
  "rows": 21,
  "cp.depth": 1,
  "final_area_sq_um": 410.4,
  "clk_pin_slew_ns": 0.05,
  "postSynth.asyncResetShare": 1.000,
  "hp-class": "in2async",
  "maxCapViolations": 0,
  "required_ns": 0.80,
  "comb_area_sq_um": 62.56,
  "period_used_share": 0.9820,
  "ctsLongestPathBuffers": 2,
  "finalHoldViolCount": 0,
  "port-buffer-count": 9,
  "most_common_cell": "dfrtp_1",
  "postSynthCellCount": 18,
  "end_kind": "output pin",
  "drt-vias-per-instance": 2.241,
  "postSynthSeqShare": 0.7157,
  "cp.buffers_inverters": 1,
  "ys_area_sq_um": 246.5,
  "ys_types": 12,
  "fmax_mhz": 1018,
  "grt_pass1_wl_um": 986,
  "top_cells_by_count": "dfrtp_1, inv_1",
  "synth_area_per_cell_sq_um": 13.69,
  "critical-path-max-stage-delay_ns": 0.40,
  "p_total_mw": 0.7399,
  "yosysTopAreaCell": "dfrtp_1",
  "vdd_drop_max_v": 0.0003655,
  "wirelength_um": 609,
  "log.warning_count": 26,
  "top_regs": "current_state: 7 flops",
  "worstSetupPathType": "reg2out",
  "maxSlewViolCount": 0,
  "gp_congestion": 0.7464,
  "yosys_cells": 18,
  "p_leak_nw": 0.1843,
  "fp_util": 0.07216,
  "outcome": "finished, final reports clean",
  "fin_setup_tns_ns": 0,
  "drt_first_pass_iters": 2,
  "synth_flops": 7,
  "gr-total-overflow": 0,
  "largest-register": "current_state",
  "numCtsBuffers": 3,
  "clk_latency_ns": 0.25,
  "wl_per_cell_um": 7.709,
  "power_density_nw_per_um2": 1803,
  "seq_area_sq_um": 176.4,
  "io_pins": 10,
  "largest_reg_flops": 7
}
-- power by group --
| part | internal (mW) | switching (mW) |
|---|---|---|
| clock | 0.152 | 0.0965 |
| sequential | 0.327 | 0.0228 |
| combinational | 0.0883 | 0.0533 |
| total | 0.567 | 0.173 |
-- final cells by class --
cell class | instances | share of cell area
Clock buffer | 4 | 0.06402
Inverter | 2 | 0.01829
Multi-Input combinational cell | 9 | 0.1524
Sequential cell | 7 | 0.4299
Tap cell | 46 | 0.1402
Timing Repair Buffer | 11 | 0.1951
-- per-stage QoR --
step / setup slack, ns / std cells
6_report: 0.01798 / 79
5_1_grt: -0.02951 / 79
4_1_cts: 0.00006006 / 79
3_5_place_dp: -0.08844 / 74
3_3_place_gp: -0.07304 / 74
2_1_floorplan: 0.3082 / 18
-- final timing paths --
kind	start	to	slack [ns]
max in group asynchronous	i_rst_n	current_state[0]	0.51
min in group clk0	current_state[6]	current_state[1]	0.38
setup / recovery	current_state[4]	is_load_img_state	0.02
hold / removal	i_rst_n	current_state[5]	0.20
setup reg to reg	current_state[5]	current_state[4]	0.11
hold reg to reg	current_state[6]	current_state[1]	0.38
-- cell families after synthesis --
group,share of synthesized area
other,0.01521
flip-flops,0.7157
AND-OR/OR-AND,0.1168
AND/OR/NAND/NOR,0.1218
buffers and inverters,0.03047
-- layout by cell type, fill, tap and decap left out --
cell type / instances
dfrtp_1: 6
clkdlybuf4s50_1: 4
clkbuf_4: 3
buf_2: 3
inv_1: 2
clkbuf_2: 2
buf_4: 2
nor2_1: 1
a22o_1: 1
nand2b_4: 1
o21bai_1: 1
o21ai_0: 1
nand2b_1: 1
a21o_1: 1
and2_1: 1
clkbuf_1: 1
dfstp_2: 1
conb_1: 1
-- routing by layer --
| metal | wire [um] | global-route usage |
|---|---|---|
| met5 | 0 | 0 |
| met4 | 0 | 0.001761 |
| met3 | 147 | 0.03068 |
| met2 | 141 | 0.02006 |
| met1 | 320 | 0.02633 |
-- timing repair --
action | 4_1_cts | 5_1_grt
setup endpoints to repair | 5 | 3
pin swaps | 0 | 0
resized | 13 | 2
buffers inserted | 1 | 0
No activity file was given, so power comes from the tool's default toggle rates.
