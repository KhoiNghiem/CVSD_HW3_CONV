**flow/config.mk**
```make
export PLATFORM = sky130hd
export DESIGN_NAME = decode_barcode
export DESIGN_NICKNAME = decode_barcode
export VERILOG_FILES = /design/flow/design.v
export SDC_FILE = /design/flow/constraint.sdc
export NUM_CORES = 4
export LEC_CHECK = 1
export CORE_AREA = 10 10 70 70
export DIE_AREA = 0 0 80 80
```
**flow/constraint.sdc**
```tcl
current_design decode_barcode

set clk_period 1.6
set clk_io_pct 0.2

create_clock -name clk0 -period $clk_period [get_ports {i_clk}]

set non_clock_inputs [all_inputs -no_clocks]
set_input_delay [expr $clk_period * $clk_io_pct] -clock clk0 $non_clock_inputs
set_output_delay [expr $clk_period * $clk_io_pct] -clock clk0 [all_outputs]
```
**flow/design.v**
```verilog
module decode_barcode(
    input wire i_clk,
    input wire i_rst_n,
    input wire [56:0] i_ref_barcode,
    input wire i_is_decode_barcode_state,
    output wire [7:0] kernel_size,
    output wire [7:0] stride_size,
    output wire [7:0] dilation_size,
    output reg o_out_valid1_r,
    output reg o_out_valid2_r,
    output reg o_out_valid3_r
);
    wire [10:0] start_code;
    wire [12:0] end_code;
    wire [10:0] data1_code;
    wire [10:0] data2_code;
    wire [10:0] data3_code;
    assign start_code  = i_ref_barcode[56:46];
    assign data1_code  = i_ref_barcode[45:35];
    assign data2_code  = i_ref_barcode[34:24];
    assign data3_code  = i_ref_barcode[23:13];
    assign end_code    = i_ref_barcode[12:0];
    reg [7:0] k_tmp, s_tmp, d_tmp;
    always @(posedge i_clk or negedge i_rst_n) begin
        if (!i_rst_n) begin
			k_tmp 		  <= 0;
			s_tmp 		  <= 0;
			d_tmp 		  <= 0;
        end 
        else begin 
            if (i_is_decode_barcode_state) begin
                if ((start_code != 11'b11010011100) || (end_code != 13'b1100011101011)) begin
                    k_tmp <= 8'd0;
                    s_tmp <= 8'd0;
                    d_tmp <= 8'd0;
                end 
                else begin
                    case (data1_code)
                        11'b11001101100: k_tmp <= 8'd1;
                        11'b11001100110: k_tmp <= 8'd2;
                        11'b10010011000: k_tmp <= 8'd3;
                        default:          k_tmp <= 8'd0;
                    endcase
                    case (data2_code)
                        11'b11001101100: s_tmp <= 8'd1;
                        11'b11001100110: s_tmp <= 8'd2;
                        11'b10010011000: s_tmp <= 8'd3;
                        default:          s_tmp <= 8'd0;
                    endcase
                    case (data3_code)
                        11'b11001101100: d_tmp <= 8'd1;
                        11'b11001100110: d_tmp <= 8'd2;
                        11'b10010011000: d_tmp <= 8'd3;
                        default:          d_tmp <= 8'd0;
                    endcase
                end
            end
        end
    end
    assign kernel_size      = ((k_tmp != 8'd0) && (s_tmp != 8'd0) && (d_tmp != 8'd0)) ? k_tmp : 8'd0;
    assign stride_size      = ((k_tmp != 8'd0) && (s_tmp != 8'd0) && (d_tmp != 8'd0)) ? s_tmp : 8'd0;
    assign dilation_size    = ((k_tmp != 8'd0) && (s_tmp != 8'd0) && (d_tmp != 8'd0)) ? d_tmp : 8'd0;
    always @(posedge i_clk or negedge i_rst_n) begin
        if (!i_rst_n) begin
            o_out_valid1_r <= 1'b0;
            o_out_valid2_r <= 1'b0;
            o_out_valid3_r <= 1'b0;
        end else begin
            o_out_valid1_r <= i_is_decode_barcode_state;
            o_out_valid2_r <= i_is_decode_barcode_state;
            o_out_valid3_r <= i_is_decode_barcode_state;
        end
    end
endmodule
```
**flow/run.sh**
```bash
#!/bin/bash
# OpenROAD 26Q1-2900-gdf79404cd8, Yosys 0.63+post, stock flow scripts
make -C /OpenROAD-flow-scripts/flow DESIGN_CONFIG=/design/flow/config.mk WORK_HOME=/design/flow/orfs finish
```
==> impl_metrics.csv <==
group,metric,value,unit
clock_network,cts_max_level,1,
status,violations,"setup timing",
drt,n_antenna_cell,0,
grt,busiest_layer,"met2",
synthesis,edf_count,0,
grt,grt_pass1_wl,4.59,mm
setup_path,crit_chain,"inv_2, a22oi_2, buf_4, a21boi_4, buf_6, and2_4, buf_6",
power_and_ir_drop,power_frac_seq,33.7,%
drt,vias,907,
floorplanning,row_count,21,
drt,wirelength,2.96,mm
final_layout,layout-area-overhead-vs-synth,111,%
sta,hold_viol_final,0,
placement,placed_cells,206,
sta,clock.fmax,0.560,GHz
setup_path,endpoint_kind,"output port",
drt,post_drt_via_cell_ratio,4.14,
sta,fin_crit,1.79,ns
grt,use_met2,16.0,%
placement,place_area,0.00147,mm²
clock_network,tritoncts,"yes",
synthesis,netlist-cell-type-count,28,
setup_path,startpoint_type,"flip-flop",
setup_path,rrSetupSlack,0.18,ns
sta,setup_tns,-0.581,ns
power_and_ir_drop,power,0.000533,W
clock_network,clk_pin_slew_worst_paths,0.05,ns
setup_path,crit_slowest_cell,"dfrtp_1",
synthesis,ys_cells,87,
grt,grt_overflow,0,
power_and_ir_drop,comb_power_share,36.6,%
final_layout,final_cell_area,0.00160,mm²
synthesis,ys_chip_area,758,µm²
setup_path,reg2reg_depth,9,
setup_path,worst_ep_arrival_time,1.47,ns
power_and_ir_drop,swShare,20.4,%
worst_hold_path,hold_class,"input pin to asynchronous set/reset pin",
drt,ant_nets,0,
placement,dp_hpwl,2.63,mm
power_and_ir_drop,pwr_density_cell,333,mW/mm²
synthesis,syn-instance-count,87,
setup_path,crit_type,"flip-flop to output port",
clock_network,clock-root-buffer,"clkbuf_4",
grt,grtUsageMet3,3.64,%
synthesis,top_cell_area_share,23.1,%
synthesis,yosys-top-cells-count,"buf_4 (20), dfrtp_1 (7), and2_1 (6), inv_1 (6)",
synthesis,yosys_warnings,1,
sta,fin_skew,0,ns
setup_path,crit_path_frequent_cell,"buf_6",
grt,grt_usage,8.72,%
synthesis,ff_type,"dfrtp_1",
floorplanning,initial_core_util,22.2,%
clock_network,cts_buffers,3,
status,status,"finished with violations",
sta,rsz0062_at_grt,"true",
placement,gp_congestion,0.687,
synthesis,topCellsByArea,"dfrtp_1 (23%), buf_4 (20%), and2_1 (5.0%)",
synthesis,top_area_cell,"dfrtp_1",
sta,setup_viol,4,
grt,met1_usage,9.56,%
floorplanning,die_h,80,µm
synthesis,synth.most_common_cell,"buf_4",
final_layout,fillCellCount,342,
power_and_ir_drop,p_clk_share,29.7,%
synthesis,ys_seq_share,23.1,%
final_layout,stdcell_count,219,
clock_network,ctsHoldBuffers,0,
setup_path,cp.required,1.28,ns
synthesis,async_flop_share,100,%
placement,numPortBuffers,68,
power_and_ir_drop,leakagePower,0.649,nW
power_and_ir_drop,p_sw,0.000109,W
floorplanning,die_w,80,µm
power_and_ir_drop,p_int,0.000424,W
job,tool_warnings,27,
setup_path,crit_fanout,3,
final_layout,drive_gt1_share,24.3,%
sta,drv_slew,0,
sta,finalCritPeriodShare,112,%
grt,grt_max_degree,8,
clock_network,clock-sinks,7,
synthesis,syn_avg_cell_area,8.72,µm²
synthesis,synth-seq-cells,7,
sta,worst_slack,-0.187,ns
floorplanning,die_area,0.00640,mm²
drt,post_drt_wl_per_cell,13.5,µm
job,drv_cap,0,
drt,drt_iter0_markers,3,
floorplanning,coreArea,0.00342,mm²
synthesis,syn-cell-area,758,µm²
floorplanning,ios,87,
setup_path,rr_startpoint,"k_tmp[1]",
grt,antenna_found_initial,0,
drt,drcViolationCount,0,
setup_path,rr_endpoint,"k_tmp[1]",
setup_path,critPathMaxStageDelay,0.35,ns
clock_network,clk_path_buf_depth,2,
power_and_ir_drop,vdd_drop_max,339,µV
drt,drt_pass1_iterations,2,
clock_network,insertion_delay,0.25,ns
grt,grt_pass1_vias,1035,
-- per-layer routing --
metal | vias up | wire length (µm)
met4 | 0 | 0
met5 | - | 0
met1 | 405 | 1200
met2 | 45 | 1490
met3 | 0 | 259
li1 | 457 | -
-- placed cells by master (no fill, tap or decap), drive strengths merged, types with 3 or more instances in the layout --
cell type	synthesis	final
a22oi	3	3
and2	6	6
buf	20	23
clkbuf	0	4
clkdlybuf4s50	0	61
conb	1	18
dfrtp	7	7
inv	6	6
nand4b	4	4
nor2	3	3
nor2b	4	4
nor3	4	4
o32ai	4	4
or3b	3	3
-- kinds of logic after synthesis --
| family | after synthesis | share of synthesized area, % |
|---|---|---|
| AOI/OAI and AO/OA | 13 | 12.4 |
| other | 1 | 0.495 |
| and+or+nand+nor | 40 | 41.3 |
| buffers and inverters | 26 | 22.8 |
| DFF | 7 | 23.1 |
-- worst max path at each step --
stage,start,to,slack (ns),cells after the start
4_1_cts,k_tmp[1],dilation_size[1],-0.18,7
5_1_grt,k_tmp[0],dilation_size[0],-0.30,7
6_report,k_tmp[0],dilation_size[0],-0.19,7
-- worst max-delay path: cells and delay by family, from the launching register on --
family	cells	cell delay, ns
and+or+nand+nor	1	0.12
buffers and inverters	4	0.37
DFF	1	0.35
AOI/OAI and AO/OA	2	0.38
-- stage by stage --
stage               hold slack [ns]  worst slack [ns]  util [%]
floorplan                    0.0244             0.327         -
global placement              0.507            -0.208      43.0
detailed placement            0.521            -0.261      43.0
CTS                           0.340            -0.184      46.2
global route                  0.323            -0.301      46.9
finish                        0.332            -0.187      46.9
-- power groups by stage --
stage	combinational (W)	clock, W	sequential (W)
CTS	0.000197	0.000162	0.000180
global route	0.000209	0.000181	0.000180
finish	0.000195	0.000158	0.000180
-- final cells by class --
cell class	instances	area [µm²]	area share (%)
repair buffers	85	801	50.0
multi-input cells	71	519	32.4
flip-flops and latches	7	175	10.9
well taps	46	57.6	3.59
clock buffers	4	26.3	1.64
inverters	6	22.5	1.41
-- sequential cells by signal, indices dropped and copies added (netlist names) --
register        cells
d_tmp               2
k_tmp               2
o_out_valid1_r      1
s_tmp               2
-- repair_timing --
action / CTS / global route
gates cloned: 0 / 0
buffers inserted: 13 / 3
endpoints found under the setup margin: 6 / 12
gates resized: 26 / 9
endpoints found under the hold margin: 0 / 0
pin swaps: 5 / 7
Power figures rest on the tool's default switching activity, not on a simulated workload.
